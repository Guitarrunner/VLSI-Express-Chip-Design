===== design.v =====
module vec_5 (
    input a, b, c, d, e,
    output [24:0] out ); 
    assign out = ~{{5{a}}, {5{b}}, {5{c}}, {5{d}}, {5{e}} } ^ {5{a, b, c, d, e}};
endmodule

===== config.mk =====
export PLATFORM = sky130hd
export DESIGN_NAME = vec_5
export DESIGN_NICKNAME = vec_5
export VERILOG_FILES = /design/flow/design.v
export SDC_FILE = /design/flow/constraint.sdc
export NUM_CORES = 4
export LEC_CHECK = 1
export CORE_AREA = 10 10 70 70
export DIE_AREA = 0 0 80 80

===== run.sh =====
#!/bin/bash
# OpenROAD 26Q1-2900-gdf79404cd8, Yosys 0.63+post, stock flow scripts
make -C /OpenROAD-flow-scripts/flow DESIGN_CONFIG=/design/flow/config.mk WORK_HOME=/design/flow/orfs finish

===== constraint.sdc =====
current_design vec_5

set clk_period 1.0
set clk_io_pct 0.2

create_clock -name clk0 -period $clk_period

set non_clock_inputs [all_inputs -no_clocks]
set_input_delay [expr $clk_period * $clk_io_pct] -clock clk0 $non_clock_inputs
set_output_delay [expr $clk_period * $clk_io_pct] -clock clk0 [all_outputs]

==> results.py <==
# Generated from Yosys and OpenROAD reports
metrics = {
    "hold_path": {
        "hp-start": "c",
        "worstHoldPathCells": 3,
        "hold_class": "input port to primary output",
        "whs_endpoint": "out[2]",
    },
    "timing": {
        "period_needed_ns": 0.945,
        "setup_ws_ns": 0.0549,
        "drv_slew": 0,
        "max_freq_ghz": 1.06,
        "finalCritPeriodShare_pct": 94.5,
        "finalHoldViolations": 0,
        "setup_viol_count_final": 0,
        "rsz0062_at_grt": "no",
    },
    "pwr": {
        "seq_power_share_pct": 0,
        "combPwrFrac_pct": 100.0,
        "pwr-share-clk_pct": 0,
        "internal_power_mw": 0.150,
        "netSwitchingPower_mw": 0.0668,
        "vdd_drop_max_mv": 0.106,
        "switching_share_pct": 30.9,
        "p_leak_nw": 0.228,
        "finalPower_mw": 0.216,
        "power_density_nw_per_um2": 452,
    },
    "routing": {
        "drt_first_iter_violations": 0,
        "num_antenna_cells": 0,
        "dr_wl_met2_um": 342,
        "drt_pass1_iterations": 1,
        "drc": 0,
        "ant_nets": 0,
        "top_layer": "met3",
        "dr_total_vias": 188,
        "wirelength_um": 849,
        "wl_met1_um": 357,
        "drt-vias-per-instance": 2.19,
        "wl_per_cell_um": 9.87,
        "wl_met3_um": 149,
    },
    "global_route": {
        "grt_pass1_wl_mm": 1.23,
        "grt_util_all_layers_pct": 2.38,
        "overflow": 0,
        "grt_pass1_vias": 233,
        "grt_max_degree": 5,
        "antenna_found_initial": 0,
    },
    "worst_setup_path": {
        "cp_slowest_cell": "dlygate4sd2_1",
        "required_ns": 0.80,
        "crit_fanout": 4,
        "cp.arrival_ns": 0.75,
        "path_cells": "buf_4, xnor2_2, dlygate4sd2_1",
        "path_class": "input port to primary output",
        "max_stage_delay_ns": 0.22,
        "end_kind": "primary output",
        "start_kind": "input port",
        "crit_family": "buffers and inverters",
        "cp_num_buf_inv": 2,
    },
    "synth": {
        "yosys.stat.seqShare_pct": 0,
        "topCombFamilyByArea": "buffers and inverters",
        "mux_share_pct": 0,
        "synthAoiAreaFrac_pct": 0,
        "netlist_area_sq_um": 256,
        "synth_warnings": 0,
        "post_synth_num_cell_types": 4,
        "synthXorXnorAreaFrac_pct": 34.1,
        "yosys-stat-cells": 31,
        "synth_cells": 31,
        "ys_chip_area_sq_um": 256,
        "avgSynthCellArea_sq_um": 8.27,
        "ys_sh_simple_pct": 0,
        "ys_sh_adder_pct": 0,
    },
    "floorplan": {
        "die_w_um": 80,
        "ioPinCount": 30,
        "chipHeight_um": 80,
        "rows": 21,
        "die-area_sq_um": 6400,
        "fp-utilization_pct": 7.51,
        "core_area_sq_um": 3420,
    },
    "final_layout": {
        "finish.utilization_pct": 14.0,
        "clock_buffers": 0,
        "regArea_sq_um": 0,
        "area_growth_pct": 86.8,
        "flops": 0,
        "drive_gt1_share_pct": 37.5,
    },
    "job": {
        "tool_warnings": 32,
        "maxCapViolations": 0,
    },
    "placed_design": {
        "gp_congestion": 0.629,
        "hpwl_um": 777,
        "place_worst_setup_slack_ns": -0.791,
        "portBuffers": 25,
    },
    "clock_tree": {
        "hold_buffers": 0,
    },
    "outcome": {
        "status": "finished, final reports clean",
    },
}
[synthesized netlist by cell type, drive strengths merged]
cell type  instances  area share (%)
buf               20              64
xnor2             10              34
conb               1             1.5
[placed cells by master (no fill, tap or decap)]
cell type	count
dlygate4sd2_1	19
xnor2_2	9
conb_1	5
buf_4	2
buf_6	2
xnor2_4	1
buf_8	1
clkdlybuf4s15_1	1
[timing repair]
action / 4_1_cts / 5_1_grt
pin swaps: 10 / 1
setup endpoints to repair: 20 / 1
gates cloned: 0 / 0
resized: 66 / 0
buffers inserted: 1 / 0
hold endpoints to repair: 0 / 0
[layout make-up]
cell class                 count  area, sq um
fill                         395         2940
tap                           46         57.6
timing repair buffer          25          229
multi-input combinational     15          193
[cell families after synthesis]
logic type / count (synthesis)
buf+inv: 20
xor+xnor: 10
other cells: 1
[stage by stage]
stage / hold slack [ns] / instances / cell area [sq um] / setup TNS, ns
global route: 0.792 / 86 / 479 / 0
global placement: 1.51 / 86 / 414 / -14.41
CTS: 0.828 / 87 / 487 / 0
detailed placement: 1.51 / 86 / 414 / -14.72
floorplan: 0.541 / 35 / 272 / 0
finish: 0.764 / 86 / 479 / 0
[how the worst max path moves through the flow]
stage / startpoint / to / cells after the start
4_1_cts: c / out[2] / 4
6_report: b / out[19] / 3
5_1_grt: b / out[3] / 3
[power by group through the flow]
stage	logic [mW]	clock network [mW]	registers [mW]
CTS	0.233	0	0
global route	0.240	0	0
finish	0.216	0	0
[layer usage]
layer,vias up,global-route usage (%)
li1,87,-
met1,82,3.19
met2,19,3.53
met3,0,1.25
met4,0,0
met5,-,0
Power and IR drop assume default switching activity.
