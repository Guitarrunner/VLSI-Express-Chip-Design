--- design/flow/design.v ---
module min (
    input [7:0] a, b, c, d,
    output [7:0] min); 
    wire a_is_min, b_is_min, c_is_min, d_is_min;
    assign a_is_min = ((a < b) & (a < c) & (a < d)) ? 1: 0;
    assign b_is_min = ((b < a) & (b < c) & (b < d)) ? 1: 0;
    assign c_is_min = ((c < a) & (c < b) & (c < d)) ? 1: 0;
    assign d_is_min = ((d < a) & (d < b) & (d < c)) ? 1: 0;
    assign min = ((a_is_min) ? a :
                  (b_is_min) ? b :
                  (c_is_min) ? c :
                  d );
endmodule
--- design/flow/run.sh ---
#!/bin/bash
# OpenROAD 26Q1-2900-gdf79404cd8, Yosys 0.63+post, stock flow scripts
make -C /OpenROAD-flow-scripts/flow DESIGN_CONFIG=/design/flow/config.mk WORK_HOME=/design/flow/orfs finish
--- design/flow/config.mk ---
export PLATFORM = sky130hd
export DESIGN_NAME = min
export DESIGN_NICKNAME = min
export VERILOG_FILES = /design/flow/design.v
export SDC_FILE = /design/flow/constraint.sdc
export NUM_CORES = 4
export LEC_CHECK = 1
export CORE_AREA = 10 10 90 90
export DIE_AREA = 0 0 100 100
--- design/flow/constraint.sdc ---
current_design min

set clk_period 7.8
set clk_io_pct 0.2

create_clock -name clk0 -period $clk_period

set non_clock_inputs [all_inputs -no_clocks]
set_input_delay [expr $clk_period * $clk_io_pct] -clock clk0 $non_clock_inputs
set_output_delay [expr $clk_period * $clk_io_pct] -clock clk0 [all_outputs]
==> flow_summary.json <==
{
  "grt_setup_unrepaired": "false",
  "drive_gt1_share_pct": 1.42,
  "setup_tns_ps": 0,
  "drv_cap": 0,
  "fp_util_pct": 20.3,
  "grt_pass1_wl_um": 7320,
  "antenna_found_initial": 0,
  "timing.fmax_mhz": 155,
  "stdcell_count": 288,
  "cts_resized": 0,
  "fin_crit_ps": 6450,
  "wire_per_inst_um": 15.2,
  "syn_area_um2": 1270,
  "postSynthAreaPerCell_um2": 7.41,
  "syn-instance-count": 172,
  "grt-ovfl-total": 0,
  "finalSetupViolCount": 0,
  "design.seq.count": 0,
  "aoi_share_pct": 22.2,
  "regArea_um2": 0,
  "ir_worst_vdd_mv": 0.0316,
  "grt_start_max_net_pins": 10,
  "p_per_area_nw_per_um2": 68.3,
  "antenna_cells": 0,
  "cts_hold_buf": 0,
  "ys_seq_share_pct": 0,
  "netlist_logic_family_top": "adder cells",
  "gp_congestion": 0.910,
  "dp_hpwl_um": 3700,
  "p_leak_nw": 0.843,
  "nClkBuffers": 0,
  "synth.cellmix.simpleShare_pct": 19.6,
  "port-buffer-count": 40,
  "first_pass_iters": 4,
  "syn_to_final_growth_pct": 38.9,
  "first_global_vias": 1449,
  "finalCritPeriodShare_pct": 82.7,
  "route.detailed.drc": 0,
  "final_cell_mix": "ha_1, clkdlybuf4s50_1, inv_1, nor3_1, a21oi_1",
  "worst_pin_slew_ps": 925,
  "yosys_cells": 172,
  "report.final.slew_viol_count": 0,
  "placed_cells": 288,
  "warning_count": 32,
  "core_um2": 6280,
  "dieArea_um2": 10000,
  "maxSlewHeadroom_pct": 38.3,
  "chipHeight_um": 100,
  "top_level_ports": 40,
  "vias": 1378,
  "top_area_cell": "ha_1",
  "pre_cts_slack_ps": 1360,
  "cp-end-kind": "primary output",
  "xor_share_pct": 0,
  "setup_ws_ps": 1350,
  "postCtsSetupBuffers": 0,
  "core.rowCount": 29,
  "crit_required_ps": 6240,
  "ys_chip_area_um2": 1270,
  "drtIter0Drc": 53,
  "ys.warnings.count": 0,
  "yosysTopAreaCellShare_pct": 44.2,
  "gr-usage-all-layers_pct": 8.75,
  "wl_um": 4380,
  "crit_fanout": 8,
  "synth_cell_types": 30,
  "cp.arrival_ps": 4890,
  "viasPerCell": 4.78,
  "start_kind": "input pin",
  "chipWidth_um": 100,
  "status": "finished, final reports clean",
  "hold_path.class": "input pin to primary output",
  "synthTopCellsByArea": "ha_1, inv_1, mux2i_1",
  "final_hold_viol_count": 0,
  "postRouteAntennaNets": 0,
  "fa_ha_area_share_pct": 44.2,
  "layout.cells.most_common": "ha_1",
  "crit_type": "input pin to primary output",
  "mux_share_pct": 6.28
}
-- final cells by class --
type	count	area, um^2
fill	667	4510
multi-input combinational	146	1180
timing repair buffer	41	408
tap	77	96.3
inverter	24	90.1
-- per-stage QoR --
step / cell area [um^2] / hold WS, ps / util [%] / power, mW
5_1_grt: 1770 / 4240 / 28.2 / 0.137
6_report: 1770 / 4180 / 28.2 / 0.121
4_1_cts: 1770 / 4190 / 28.2 / 0.121
2_1_floorplan: 1270 / 3240 / - / 0.0608
3_3_place_gp: 1770 / 4190 / 28.2 / 0.119
3_5_place_dp: 1770 / 4170 / 28.2 / 0.120
-- path summary, 6_finish.rpt --
| path | from | end | depth (start not counted) |
|---|---|---|---|
| max | b[7] | min[0] | 10 |
| min | d[3] | min[3] | 4 |
-- routing by layer --
metal	vias to the layer above	part of all wire [%]	global-route usage [%]
met3	2	6.4	1.73
met4	0	0.52	0.435
met2	41	38	13.1
met1	602	55	13.2
met5	-	0	0
li1	733	-	-
-- power by group --
group | total [mW] | switching [mW] | internal [mW] | leakage [nW]
Combinational | 0.121 | 0.0586 | 0.0623 | 0.843
Clock | 0 | 0 | 0 | 0
Sequential | 0 | 0 | 0 | 0
-- cell usage after synthesis (2+ instances only) --
cell      count
nor2b_1       3
nor3_1       16
a41oi_1       2
a21o_1        2
a21oi_1      14
nand4_1       6
or3_1         2
mux2i_1       8
nand2_1      10
o21ai_0       6
a211oi_1      8
ha_1         45
inv_1        24
nor2_1        6
nand3_1       5
-- cells by family after synthesis --
logic type               count (synthesis)
buffers and inverters                   26
adder cells (fa/ha/maj)                 45
AND/OR/NAND/NOR                         50
multiplexers                             8
AND-OR/OR-AND                           43
-- worst max-delay path: stages --
cell and delay, ps:
clkdlybuf4s50_1 580, inv_1 70, ha_1 330, nand4_1 140
nor2_1 70, a2111oi_0 490, nand3_1 580, mux2i_1 250
a211oi_1 300, clkdlybuf4s50_1 520
Power is estimated from default activity; no workload was simulated.
